<file path="config.mk">
export PLATFORM = sky130hd
export DESIGN_NAME = lmcnt
export DESIGN_NICKNAME = lmcnt
export VERILOG_FILES = /design/flow/design.v
export SDC_FILE = /design/flow/constraint.sdc
export NUM_CORES = 4
export LEC_CHECK = 1
export CORE_AREA = 10 10 122 122
export DIE_AREA = 0 0 132 132
</file>
<file path="constraint.sdc">
current_design lmcnt

set clk_period 4.4
set clk_io_pct 0.2

create_clock -name clk0 -period $clk_period [get_ports {CLK}]

set non_clock_inputs [all_inputs -no_clocks]
set_input_delay [expr $clk_period * $clk_io_pct] -clock clk0 $non_clock_inputs
set_output_delay [expr $clk_period * $clk_io_pct] -clock clk0 [all_outputs]
</file>
<file path="design.v">
module lmcnt
  (
   input 	    CLK,
   input 	    RESET_X,
   input 	    SOFT_RESET,
   input 	    START,
   output reg 	    FINISH,
   input [1:0] 	    MSEL_INPUTA_SEL,
   input [1:0] 	    MSEL_INPUTB_SEL,
   input [1:0] 	    MSEL_OUTPUTC_SEL,
   input [9:0] 	    M1POS,
   input [9:0] 	    M1SIZE,
   input [9:0] 	    M2POS,
   input [9:0] 	    M3POS,
   input [7:0] 	    M0_RDATA,
   output 	    M1_WR,
   output [9:0]     M1_WADR,
   output [7:0]     M1_WDATA,
   output [9:0]     M1_RADR,
   input [7:0] 	    M1_RDATA,
   output 	    M2_WR,
   output [9:0]     M2_WADR,
   output [7:0]     M2_WDATA,
   output [9:0]     M2_RADR,
   input [7:0] 	    M2_RDATA,
   output 	    M3_WR,
   output [9:0]     M3_WADR,
   output [7:0]     M3_WDATA,
   output [9:0]     M3_RADR,
   input [7:0] 	    M3_RDATA,
   output reg 	    NPU_EN,
   output reg [7:0] A_RDATA,
   output reg [7:0] B_RDATA,
   input 	    LM_EN,
   input [7:0] 	    C_WDATA
   );
   wire 	    rst_x;
   assign rst_x = RESET_X & ~SOFT_RESET;
   reg 		    npu_en_r;
   wire 	    npu_en_w;
   assign npu_en_w = START | npu_en_r;
   reg [9:0] 	    rcnt;
   reg [9:0] 	    wcnt;
   always @ (posedge CLK or negedge rst_x)begin
      if (rst_x == 0)begin
	 rcnt <= 0;
      end else begin
	 if ((rcnt == 0) && (START == 1))begin
	    rcnt <= 1;
	 end else if((rcnt != 0) && (rcnt != 10'h3FF))begin
	    rcnt <= rcnt + 1;
	 end
      end
   end 
   always @ (posedge CLK or negedge rst_x)begin
      if (rst_x == 0)begin
	 NPU_EN <= 0;
	 npu_en_r <= 0;
      end else begin
	 NPU_EN <= npu_en_w; 
	 if (START == 1)begin
	    npu_en_r <= 1;
	 end else if(rcnt == 10'h3FF)begin
	    npu_en_r <= 0;
	 end
      end
   end 
   always @ (posedge CLK or negedge rst_x)begin
      if (rst_x == 0)begin
	 wcnt <= 0;
      end else begin
	 if(LM_EN)begin
	    wcnt <= wcnt + 1;
	 end
      end
   end 
   always @ (posedge CLK or negedge rst_x)begin
      if (rst_x == 0)begin
	 FINISH <= 0;
      end else begin
	 if(wcnt == 10'h3FF)begin
	    FINISH <= 1;
	 end
      end
   end 
   assign M1_RADR = rcnt;
   assign M2_RADR = rcnt;
   assign M3_RADR = rcnt;
   always @ (posedge CLK or negedge rst_x)begin
      if (rst_x == 0)begin
	 A_RDATA <= 0;
      end else begin
	 case (MSEL_INPUTA_SEL)
	   2'b00: A_RDATA <= M0_RDATA;
	   2'b01: A_RDATA <= M1_RDATA;
	   2'b10: A_RDATA <= M2_RDATA;
	   2'b11: A_RDATA <= M3_RDATA;
	 endcase  
      end
   end 
   always @ (posedge CLK or negedge rst_x)begin
      if (rst_x == 0)begin
	 B_RDATA <= 0;
      end else begin
	 case (MSEL_INPUTB_SEL)
	   2'b00: B_RDATA <= M0_RDATA;
	   2'b01: B_RDATA <= M1_RDATA;
	   2'b10: B_RDATA <= M2_RDATA;
	   2'b11: B_RDATA <= M3_RDATA;
	 endcase  
      end
   end 
   assign M1_WR = (MSEL_OUTPUTC_SEL == 2'b01) ? LM_EN : 0;
   assign M2_WR = (MSEL_OUTPUTC_SEL == 2'b10) ? LM_EN : 0;   
   assign M3_WR = (MSEL_OUTPUTC_SEL == 2'b11) ? LM_EN : 0;
   assign M1_WADR = wcnt;
   assign M2_WADR = wcnt;
   assign M3_WADR = wcnt;
   assign M1_WDATA = C_WDATA;
   assign M2_WDATA = C_WDATA;
   assign M3_WDATA = C_WDATA;
endmodule  
</file>
<file path="run.sh">
#!/bin/bash
# OpenROAD 26Q1-2900-gdf79404cd8, Yosys 0.63+post, stock flow scripts
make -C /OpenROAD-flow-scripts/flow DESIGN_CONFIG=/design/flow/config.mk WORK_HOME=/design/flow/orfs finish
</file>
==> reports/qor.tcl <==
set qor(status) {completed}
set qor(io_buffer_count) 123
set qor(antenna_violating_nets_post_route) 0
set qor(synth_cell_type_count) 36
set qor(fraction_of_the_cycle_the_final_worst_path_needs) 0.720
set qor(finalHoldViolCount) 0
set qor(period_needed_ns) 3.17
set qor(cp.arrival_ns) 2.29
set qor(holdPathStages) 1
set qor(die.size.y_microns) 132
set qor(cp.depth) 3
set qor(postSynthRegisterBits) 39
set qor(yosys-stat-area_sq_um) 2360
set qor(finalClockSkew_ns) 0.00169
set qor(die.size.x_microns) 132
set qor(worstPathRequired_ns) 3.52
set qor(achievable-frequency_ghz) 0.316
set qor(synthTopCellsByArea) {sky130_fd_sc_hd__dfrtp_1 (41%), sky130_fd_sc_hd__buf_4 (20%), sky130_fd_sc_hd__mux4_2 (15%), sky130_fd_sc_hd__xnor2_1 (3.3%), sky130_fd_sc_hd__mux2_2 (1.9%)}
set qor(unrepaired_setup_endpoints_after_global_routing) {no}
set qor(via_count_of_the_first_global_routing_pass) 1746
set qor(cts-buffers-inserted) 5
set qor(routed_wire_length_per_instance_microns) 14.1
set qor(grt.overflow.total) 0
set qor(crit_path_top_delay_cell) {sky130_fd_sc_hd__clkdlybuf4s50_1}
set qor(clock_sinks) 39
set qor(final_cell_area_sq_um) 3450
set qor(post_synth_most_frequent_cells) {sky130_fd_sc_hd__buf_4 (64), sky130_fd_sc_hd__dfrtp_1 (39), sky130_fd_sc_hd__mux4_2 (16), sky130_fd_sc_hd__nand2_1 (9), sky130_fd_sc_hd__xnor2_1 (9)}
set qor(capturing_element_type_of_the_critical_path) {primary output}
set qor(postSynthAreaPerCell_sq_um) 12.2
set qor(relSlewSlack) 0.647
set qor(yosys_warnings) 1
set qor(dr_vias_cell) 3.68
set qor(crit_path_buf_inv_count) 2
set qor(most_common_cell) {sky130_fd_sc_hd__buf_4}
set qor(postCtsHoldBufs) 0
set qor(postCtsResizedCells) 0
set qor(log.warning_count) 66
set qor(drive_gt1_frac) 0.148
set qor(synth-main-ff-cell) {sky130_fd_sc_hd__dfrtp_1}
set qor(report.final.setup_viol) 0
set qor(totalNegativeSetupSlack_ns) 0
set qor(track_usage) 0.0684
set qor(worstRegToRegCells) 5
set qor(boundaryPins) 196
set qor(critical_path.max_stage_delay_ns) 0.72
set qor(area_delta_synth_final_pct) 46.2
set qor(timing.critical_path.mode_cell) {sky130_fd_sc_hd__clkdlybuf4s50_1}
set qor(p_per_area_nw_per_um2) 327
set qor(final_slew_violations) 0
set qor(worstSkewPairLatency_ns) 0.27
set qor(final.setup.worst_slack_ns) 1.23
set qor(power.ir.vdd_worst_mv) 0.125
set qor(grt_pass1_wl_mm) 9.85
set qor(top_area_cell) {sky130_fd_sc_hd__dfrtp_1}
set qor(path_clk_slew_ns) 0.05
set qor(ys_seq_share) 0.413
set qor(critical-path-top-delay-family) {buffers and inverters}
set qor(routability_congestion_estimate) 0.785
set qor(ctsLongestPathBuffers) 2
set qor(placed_area_sq_um) 3320
set qor(finalWirelength_mm) 5.99
set qor(critPathMaxFanout) 11
set qor(power.static_leakage_nw) 1.33
set qor(clock-root-buffer) {sky130_fd_sc_hd__clkbuf_16}
set qor(antenna-diode-count) 0
set qor(drt_drc_violations_left) 0
set qor(initial_antenna_violation_count) 0
set qor(mapped_cell_area_sq_um) 2360
set qor(dr.pass1.iters) 4
set qor(cts_tree) {done}
set qor(dp_hpwl_mm) 5.08
set qor(pin_count_of_the_biggest_net_entering_global_routing) 40
set qor(synthArstFlopShare) 1.00
set qor(synth-edff-count) 0
set qor(core_util_floorplan) 0.194
set qor(worst_hold_slack_ns) 0.467
set qor(route.vias.total) 1565
set qor(drt_iter0_markers) 48
set qor(cts_max_level) 2
set qor(nFillCells) 1242
set qor(cap_violations) 0
set qor(core_area_sq_um) 12200
set qor(num_rows) 40
set qor(cts.repair_timing.setup_buffer_count) 0
set qor(chip_area_sq_um) 17400
set qor(synthDominantCellAreaShare) 0.413
set qor(startpoint_type) {input port}
set qor(dp_worst_setup_slack_ns) 1.23
set qor(post_synthesis_cell_count) 194
set qor(least_margin_pin_slew_ns) 0.529
set qor(criticalPathCategory) {in -> out}
set qor(timing.critical_path.cells) {clkdlybuf4s50_1 -> and3_1 -> clkdlybuf4s50_1}
set qor(min-delay-path-class) {reg -> reg}
set qor(synth_stat.cells) 194
sequential cells by signal (all words and copies together) (netlist names):
signal and cells:
wcnt 10, B_RDATA 8, npu_en_r 1, A_RDATA 8, rcnt 10, FINISH 1, NPU_EN 1
cell usage in the layout (no fill, tap or decap), types with 2 or more instances in the layout:
cell type                           n
sky130_fd_sc_hd__a22o_1             2
sky130_fd_sc_hd__and3_1             5
sky130_fd_sc_hd__and3_4             2
sky130_fd_sc_hd__clkbuf_1           2
sky130_fd_sc_hd__clkbuf_16          5
sky130_fd_sc_hd__clkdlybuf4s50_1  123
sky130_fd_sc_hd__dfrtp_1           39
sky130_fd_sc_hd__ha_1               3
sky130_fd_sc_hd__inv_1              2
sky130_fd_sc_hd__mux2_2             4
sky130_fd_sc_hd__mux4_2            16
sky130_fd_sc_hd__nand2_1            9
sky130_fd_sc_hd__nand2b_1           2
sky130_fd_sc_hd__nand3_1            4
sky130_fd_sc_hd__nand4_1            4
sky130_fd_sc_hd__nor2_1             3
sky130_fd_sc_hd__nor3_1             2
sky130_fd_sc_hd__xnor2_1            9
sky130_fd_sc_hd__xor2_1             2
path summary, 6_finish.rpt:
check | slack, ns | start | end
worst min register to register | 0.47 | FINISH | FINISH
worst min-delay path | 0.47 | FINISH | FINISH
max in group asynchronous | 2.88 | RESET_X | wcnt[3]
worst max register to register | 2.69 | rcnt[1] | rcnt[8]
min in group asynchronous | 1.15 | SOFT_RESET | rcnt[0]
worst max-delay path | 1.23 | LM_EN | M3_WR
layer usage:
| layer | global-route usage | vias to the layer above | share of wire |
|---|---|---|---|
| li1 | - | 741 | - |
| met1 | 0.0840 | 735 | 0.40 |
| met2 | 0.104 | 84 | 0.45 |
| met3 | 0.0430 | 5 | 0.14 |
| met4 | 0.00618 | 0 | 0.0075 |
| met5 | 0 | - | 0 |
power by group:
group          internal [mW]  switching, mW
sequential             0.405         0.0607
clock                  0.209          0.132
combinational          0.255         0.0683
total                  0.869          0.261
per-stage QoR:
step                      utilization  total power, mW  cells
after floorplan                     -            0.608    194
after global routing            0.284             1.20    425
after detailed placement        0.273            0.808    417
after global placement          0.273            0.803    417
after CTS                       0.284             1.16    425
final                           0.284             1.13    425
final cells by class:
type / instances / area (sq um) / area share
Clock buffer: 7 / 133 / 0.0384
Clock inverter: 1 / 5.00 / 0.00145
Inverter: 2 / 7.51 / 0.00217
Multi-Input combinational cell: 84 / 885 / 0.256
Sequential cell: 39 / 976 / 0.283
Tap cell: 168 / 210 / 0.0608
Timing Repair Buffer: 124 / 1240 / 0.359
kinds of logic after synthesis:
kind of cell / after synthesis / share of synthesized area
simple gates: 42 / 0.112
flops: 39 / 0.413
fa+ha+maj: 3 / 0.0159
buf+inv: 71 / 0.216
mux: 22 / 0.182
xor+xnor: 11 / 0.0408
compound gates: 6 / 0.0201
Power and IR drop assume default switching activity.
