<file path="flow/config.mk">
export PLATFORM = sky130hd
export DESIGN_NAME = local_mem
export DESIGN_NICKNAME = local_mem
export VERILOG_FILES = /design/flow/design.v
export SDC_FILE = /design/flow/constraint.sdc
export NUM_CORES = 4
export LEC_CHECK = 1
export CORE_UTILIZATION = 50
export SYNTH_MEMORY_MAX_BITS = 65536
</file>
<file path="flow/run.sh">
#!/bin/bash
# OpenROAD 26Q1-2900-gdf79404cd8, Yosys 0.63+post, stock flow scripts
make -C /OpenROAD-flow-scripts/flow DESIGN_CONFIG=/design/flow/config.mk WORK_HOME=/design/flow/orfs finish
</file>
<file path="flow/constraint.sdc">
current_design local_mem

set clk_period 53.3
set clk_io_pct 0.2

create_clock -name clk0 -period $clk_period [get_ports {CLK}]

set non_clock_inputs [all_inputs -no_clocks]
set_input_delay [expr $clk_period * $clk_io_pct] -clock clk0 $non_clock_inputs
set_output_delay [expr $clk_period * $clk_io_pct] -clock clk0 [all_outputs]
</file>
<file path="flow/design.v">
module local_mem
  (
   input CLK,
   input WR,
   input [9:0] WADR,
   input [9:0] RADR,
   input [7:0] WDATA,
   output [7:0] RDATA
   );
   reg [7:0] 	mem [1023:0];
   always @ (posedge CLK) begin
      if(WR)begin
	 mem[WADR] <= WDATA;
      end
   end
   assign RDATA = mem[RADR];
endmodule  
</file>
==> flow_summary_export.csv <==
group,metric,value,unit
clock_network,cts_buffers,811,
timing,slew_violations,0,
synth,post-synth-top-area-cell,"edfxtp_1",
global_route,grt_pass1_wl,1290,mm
detailed_routing,dr_total_vias,158000,
synth,ys_cells,15200,
synth,ys.flops,8192,
flow_run,maxCapViolCount,0,
detailed_routing,drt-wirelength-per-cell,36.6,um
layout,regMostFlops,"mem",
synth,yosysTopAreaCellShare,77.1,%
synth,ys.warnings.count,1,
detailed_routing,dr.pass1.iters,6,
synth,edf_count,8192,
layout,finish.utilization,56.4,%
clock_network,numClockSinks,8192,
setup_path,timing.critical_path.arrival,20.85,ns
clock_network,clock-root-buffer,"clkbuf_16",
synth,post_synth_num_cell_types,80,
timing,fmaxAchievable,0.0317,GHz
layout,flow.area_growth_from_synthesis,12.1,%
global_route,grt_pass1_vias,171000,
detailed_routing,dr.first_iter.drc_count,11200,
place,globalplace.congestion,0.923,
timing,report.final.setup_viol,0,
clock_network,htree_levels,6,
clock_network,tritoncts,"done",
synth,syn_inst,15200,
setup_path,category_of_cells_accounting_for_the_largest_share_of_critical_path_delay,"buffers and inverters",
layout,largest_register_ff_count,8192,
die,placementRows,292,
die,fp.coreArea,0.634,mm^2
timing,setup-tns-final,0,ns
synth,yosysChipArea,0.319,mm^2
hold_path,startpoint_of_the_tightest_hold_check_path,"WDATA[1]",
clock_network,clock_path_buffers,4,
timing,rsz0062_at_grt,"no",
clock_network,post-cts-setup-buffers,0,
clock_network,worst_path_clk_slew,0.06,ns
die,design.die.area,0.641,mm^2
global_route,grt_max_degree,133,
timing,slew_headroom,0.948,%
detailed_routing,number_of_nets_with_antenna_violations_after_detailed_routing,0,
setup_path,cp_cell_sequence,"buf_16 > buf_4 > buf_4 > buf_4 > buf_4 > buf_4 > buf_4 > buf_4 > buf_4 > buf_4 > buf_4 > mux4_2 > mux4_2 > nor2_1 > o21ai_0 > buf_4 > a31oi_1 > o2111ai_1 > buf_4 > clkdlybuf4s50_1",
pwr,power_leakage,112,nW
setup_path,crit_path_end_kind,"output pin",
timing,finalHoldViolations,0,
global_route,grt_antenna_before_repair,79,
setup_path,start_kind,"input pin",
global_route,grt_usage,32.7,%
synth,netlist_area,0.319,mm^2
die,die_x,801,um
hold_path,hold_path_class,"in -> reg",
setup_path,path_class,"in -> out",
place,buffer_ports.inserted,37,
synth,synth_top_flop_cell,"edfxtp_1",
pwr,fin_total_pwr,0.0132,W
setup_path,critical_path_buf_inv_count,14,
global_route,grt_overflow,0,
setup_path,cp.required,42.64,ns
die,die.size.y,801,um
pwr,vdd_ir_max,0.0000390,V
detailed_routing,remaining_drc_errors,0,
clock_network,postCtsResizedCells,0,
synth,topCellsByArea,"edfxtp_1, mux4_2, mux2i_1",
synth,synth_async_sr_flop_share,0,%
timing,tightest_slew,1.47,ns
die,floorplan.core_util,50.3,%
pwr,power-per-cell-area,36.9,mW/mm^2
detailed_routing,vias_per_cell,6.27,
timing,layout_min_cycle_time,31.51,ns
die,io-pin-count,38,
run_status,outcome,"finished clean",
setup_path,cpPeakStageDelay,0.70,ns
setup_path,timing.critical_path.from,"RADR[0]",
layout,top_regs,"mem: 8192 flops",
timing,finalCritPeriodShare,59.1,%
detailed_routing,finalWirelength,924,mm
layout,final_layout_size_suffix_gt1_share,23.1,%
flow_run,tool_warnings,55,
place,hpwl,582,mm
synth,synth_sequential_area_ratio,77.1,%
setup_path,crit_path_top_delay_cell,"buf_4",
setup_path,critical_path.most_common_cell,"buf_4",
clock_network,cts.hold.buffers_added,0,
setup_path,critPathMaxFanout,57,
synth,syn_area_per_cell,21.0,um^2
[power breakdown]
part           total [W]  switching (W)  leakage (nW)  internal [W]
clock            0.00544        0.00241          12.2       0.00303
sequential       0.00709    0.000000847          73.6       0.00709
combinational   0.000678       0.000465          26.7      0.000212
[per-stage QoR]
stage / hold WS [ns] / worst slack [ns] / cells / cell area, um^2
final: 9.99 / 21.79 / 25200 / 358000
after global routing: 9.99 / 21.13 / 25100 / 357000
after CTS: 9.91 / 21.54 / 25100 / 357000
after detailed placement: 11.14 / 21.60 / 23600 / 332000
after global placement: 11.13 / 21.58 / 23600 / 332000
after floorplan: 10.76 / 29.42 / 15200 / 319000
[per-layer routing]
layer	GRT usage, %	routed length [um]	vias to the layer above
met2	44.3	422000	10100
met1	41.1	278000	80300
met4	12.3	46500	93
met5	2.44	1890	-
li1	-	-	65700
met3	26.5	177000	1904
[cell families after synthesis]
kind of cell,synth area share [%]
flip-flops,77.1
multiplexers,15.1
AND/OR/NAND/NOR,2.36
AND-OR/OR-AND,3.38
buffers and inverters,1.98
[layout make-up]
class	count	area, um^2
timing repair buffer	1039	8290
clock inverter	451	3680
fill	46000	276000
tap	8379	10500
multi-input combinational	6017	67500
antenna	125	313
clock buffer	1015	21300
inverter	7	51.3
sequential	8192	246000
[synth_stat cells, types with 23 or more instances]
cell,number
a22o_1,46
a31oi_1,23
mux4_1,61
nor2_1,1133
buf_1,109
nand3_1,101
o211ai_1,24
nor3_1,133
a211o_1,28
nand4_1,31
a211oi_1,84
mux2i_1,1041
a22oi_1,246
o22ai_1,218
a221oi_1,66
mux2_2,90
edfxtp_1,8192
a21oi_1,256
a2111oi_0,24
mux4_2,1565
buf_4,130
nor4_1,43
o221ai_1,292
nand2_1,181
o21ai_0,124
buf_6,159
buf_8,23
clkbuf_1,388
buf_2,170
[placed cells by master (no fill, tap or decap), drive strengths merged, types with 23 or more instances in the layout]
master,synthesis,final
a22oi,246,246
o221ai,292,292
mux4,1626,1626
o22ai,218,218
nand4,31,31
nor3,133,133
clkinv,1,370
a2111oi,26,26
diode,0,125
a31oi,23,23
a21oi,256,256
a211oi,84,84
nand2,181,181
inv,6,34
o211ai,24,24
buf,611,1018
mux2i,1041,1041
edfxtp,8192,8192
o21ai,127,127
nor4,43,43
a221oi,66,66
bufinv,0,43
a211o,28,28
mux2,91,91
nand3,101,101
clkbuf,391,1015
a22o,46,46
nor2,1133,1133
[final timing paths]
kind                      end  depth (start not counted)
hold / removal    mem[142][1]                          1
setup / recovery     RDATA[1]                         20
Power figures rest on the tool's default switching activity, not on a simulated workload.
