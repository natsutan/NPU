==> flow/design.v <==
module cpu_if
  (
   input 	     CLK,
   input 	     RESET_X,
   input [7:0] 	     ADR,
   output reg [31:0]      RDATA,
   input 	     RD,
   input 	     WR,
   input [31:0]     WDATA,
   output reg 	     INT,
   output reg 	     SOFT_RESET,
   output reg 	     START,
   input 	     FINISH,
   output reg [1:0]  OP,  
   output reg [1:0]  MSEL_INPUTA_SEL,
   output reg [1:0]  MSEL_INPUTB_SEL,
   output reg [1:0]  MSEL_OUTPUTC_SEL,
   output reg 	     INV_ASEL,
   output reg 	     INV_BSEL,
   output reg [31:0] M0VAL,
   output reg [9:0]  M1POS,
   output reg [9:0]  M1SIZE,
   output reg [9:0]  M2POS,
   output reg [9:0]  M2SIZE,
   output reg [9:0]  M3POS,
   output reg [9:0]  M3SIZE,
   output reg [31:0] AD_GAIN,
   output reg [31:0] AD_QPARAM,
   output reg [31:0] MLC_GAGB, 
   output reg [31:0] MLC_GAOB,
   output reg [31:0] MLC_GBOA, 
   output reg [31:0] ML1_GAIN,
   output reg [31:0] ML1_QPARAM,
   output reg [31:0] ML2_GAIN,
   output reg [31:0] ML2_QPARAM,
   output reg [7:0]  REQ_MID,
   output reg [31:0] REQ_GAIN,
   input [15:0] 	     RMAX,
   input [15:0] 	     RMIN
   );
   reg 		     run_r;
   always @ (posedge CLK or negedge RESET_X) begin
      if (RESET_X==0)begin
	 INT <= 0;
      end else begin
	 INT <= FINISH;
      end
   end
   always @ (posedge CLK or negedge RESET_X) begin
      if (RESET_X==0)begin
	 START <= 0;
	 SOFT_RESET <= 0;
      end else begin
	 if((ADR==8'h00) && WR)begin
	    START <= WDATA[1];
	    SOFT_RESET <= WDATA[0];
	 end else begin
	    START <= 0;
	    SOFT_RESET <= 0;
	 end
      end
   end
   always @ (posedge CLK or negedge RESET_X) begin
      if (RESET_X==0)begin
	 run_r <= 0;
      end else begin
	 if(START)begin
	    run_r <= 1;
	 end else if(FINISH)begin
	    run_r <= 0;
	 end
      end
   end
   always @ (posedge CLK or negedge RESET_X) begin
      if (RESET_X==0)begin
	 OP <= 0;
      end else begin
	 if((ADR==8'h08) && WR)begin
	    OP <= WDATA[1:0];
	 end
      end
   end
   always @ (posedge CLK or negedge RESET_X) begin
      if (RESET_X==0)begin
	 MSEL_INPUTA_SEL <= 0;
	 MSEL_INPUTB_SEL <= 0;
	 MSEL_OUTPUTC_SEL <= 0;
      end else begin
	 if((ADR==8'h0C) && WR)begin
	    MSEL_INPUTA_SEL <= WDATA[1:0];
	    MSEL_INPUTB_SEL <= WDATA[3:2];
	    MSEL_OUTPUTC_SEL <= WDATA[5:4];
	 end
      end
   end
   always @ (posedge CLK or negedge RESET_X) begin
      if (RESET_X==0)begin
	 INV_ASEL <= 0;
	 INV_BSEL <= 0;
      end else begin
	 if((ADR==8'h10) && WR)begin
	    INV_ASEL <= WDATA[0];
	    INV_BSEL <= WDATA[1];
	 end
      end
   end
   always @ (posedge CLK or negedge RESET_X) begin
      if (RESET_X==0)begin
	 M0VAL <= 0;
      end else begin
	 if((ADR==8'h14) && WR)begin
	    M0VAL <= 0;
	 end
      end
   end
   always @ (posedge CLK or negedge RESET_X) begin
      if (RESET_X==0)begin
	 M1POS <= 0;
      end else begin
	 if((ADR==8'h20) && WR)begin
	    M1POS <= WDATA[9:0];
	 end
      end
   end
   always @ (posedge CLK or negedge RESET_X) begin
      if (RESET_X==0)begin
	 M1SIZE <= 0;
      end else begin
	 if((ADR==8'h24) && WR)begin
	    M1SIZE <= WDATA[9:0];
	 end
      end
   end
   always @ (posedge CLK or negedge RESET_X) begin
      if (RESET_X==0)begin
	 M2POS <= 0;
      end else begin
	 if((ADR==8'h30) && WR)begin
	    M2POS <= WDATA[9:0];
	 end
      end
   end
   always @ (posedge CLK or negedge RESET_X) begin
      if (RESET_X==0)begin
	 M2SIZE <= 0;
      end else begin
	 if((ADR==8'h34) && WR)begin
	    M2SIZE <= WDATA[9:0];
	 end
      end
   end
   always @ (posedge CLK or negedge RESET_X) begin
      if (RESET_X==0)begin
	 M3POS <= 0;
      end else begin
	 if((ADR==8'h40) && WR)begin
	    M2POS <= WDATA[9:0];
	 end
      end
   end
   always @ (posedge CLK or negedge RESET_X) begin
      if (RESET_X==0)begin
	 M3SIZE <= 0;
      end else begin
	 if((ADR==8'h44) && WR)begin
	    M3SIZE <= WDATA[9:0];
	 end
      end
   end
  always @ (posedge CLK or negedge RESET_X) begin
      if (RESET_X==0)begin
	 AD_GAIN <= 0;
      end else begin
	 if((ADR==8'h50) && WR)begin
	    AD_GAIN <= WDATA;
	 end
      end
   end
  always @ (posedge CLK or negedge RESET_X) begin
      if (RESET_X==0)begin
	 AD_QPARAM <= 0;
      end else begin
	 if((ADR==8'h54) && WR)begin
	    AD_QPARAM <= WDATA;
	 end
      end
   end
  always @ (posedge CLK or negedge RESET_X) begin
      if (RESET_X==0)begin
	 MLC_GAGB <= 0;
      end else begin
	 if((ADR==8'h60) && WR)begin
	    MLC_GAGB <= WDATA;
	 end
      end
   end
  always @ (posedge CLK or negedge RESET_X) begin
      if (RESET_X==0)begin
	 MLC_GAOB <= 0;
      end else begin
	 if((ADR==8'h64) && WR)begin
	    MLC_GAOB <= WDATA;
	 end
      end
   end
  always @ (posedge CLK or negedge RESET_X) begin
      if (RESET_X==0)begin
	 MLC_GBOA <= 0;
      end else begin
	 if((ADR==8'h68) && WR)begin
	    MLC_GBOA <= WDATA;
	 end
      end
   end
   always @ (posedge CLK or negedge RESET_X) begin
      if (RESET_X==0)begin
	 ML1_GAIN <= 0;
      end else begin
	 if((ADR==8'h70) && WR)begin
	    ML1_GAIN <= WDATA;
	 end
      end
   end
   always @ (posedge CLK or negedge RESET_X) begin
      if (RESET_X==0)begin
	 ML1_QPARAM <= 0;
      end else begin
	 if((ADR==8'h74) && WR)begin
	    ML1_QPARAM <= WDATA;
	 end
      end
   end
   always @ (posedge CLK or negedge RESET_X) begin
      if (RESET_X==0)begin
	 ML2_GAIN <= 0;
      end else begin
	 if((ADR==8'h78) && WR)begin
	    ML2_GAIN <= WDATA;
	 end
      end
   end
   always @ (posedge CLK or negedge RESET_X) begin
      if (RESET_X==0)begin
	 ML2_QPARAM <= 0;
      end else begin
	 if((ADR==8'h7C) && WR)begin
	    ML2_QPARAM <= WDATA;
	 end
      end
   end
   always @ (posedge CLK or negedge RESET_X) begin
      if (RESET_X==0)begin
	 REQ_MID <= 0;
      end else begin
	 if((ADR==8'h80) && WR)begin
	    REQ_MID <= WDATA[7:0];
	 end
      end
   end
   always @ (posedge CLK or negedge RESET_X) begin
      if (RESET_X==0)begin
	 REQ_GAIN <= 0;
      end else begin
	 if((ADR==8'h84) && WR)begin
	    REQ_GAIN <= WDATA;
	 end
      end
   end
   always @ (posedge CLK or negedge RESET_X) begin
      if (RESET_X==0)begin
	 RDATA <= 0;
      end else begin
	 if(RD)begin
	    case (ADR)
	      8'h04:begin
		 RDATA[31:2] <= 30'h00000000;
		 RDATA[1] <= run_r;
		 RDATA[0] <= FINISH;
	      end
	      8'hC0: begin
		 RDATA[31:16] <= 24'h000000;
		 RDATA[15:0] <= RMAX;
	      end
	      8'hC4: begin
		 RDATA[31:16] <= 24'h000000;
		 RDATA[15:0] <= RMIN;
	      end
	      default: RDATA <= 0;
	    endcase  
	 end
      end
   end
endmodule  
==> flow/run.sh <==
#!/bin/bash
# OpenROAD 26Q1-2900-gdf79404cd8, Yosys 0.63+post, stock flow scripts
make -C /OpenROAD-flow-scripts/flow DESIGN_CONFIG=/design/flow/config.mk WORK_HOME=/design/flow/orfs finish
==> flow/config.mk <==
export PLATFORM = sky130hd
export DESIGN_NAME = cpu_if
export DESIGN_NICKNAME = cpu_if
export VERILOG_FILES = /design/flow/design.v
export SDC_FILE = /design/flow/constraint.sdc
export NUM_CORES = 4
export LEC_CHECK = 1
export CORE_AREA = 10 10 316 316
export DIE_AREA = 0 0 326 326
==> flow/constraint.sdc <==
current_design cpu_if

set clk_period 1.5
set clk_io_pct 0.2

create_clock -name clk0 -period $clk_period [get_ports {CLK}]

set non_clock_inputs [all_inputs -no_clocks]
set_input_delay [expr $clk_period * $clk_io_pct] -clock clk0 $non_clock_inputs
set_output_delay [expr $clk_period * $clk_io_pct] -clock clk0 [all_outputs]
==> run summary <==
Implementation results.

For this run, the number of Yosys warnings is 1. It got as far as synthesis and failed there. Yosys mapped a number of flops with a built-in enable equal to 10. The synthesized design spends more area on one cell type than any other, namely sky130_fd_sc_hd__dfrtp_1. Yosys reported a register bit count of 418.

The most used flip-flop cell after synthesis is sky130_fd_sc_hd__dfrtp_1. The number of different library cells in the post-synthesis netlist is 38. After synthesis, the share of flip-flops with an asynchronous set or reset is 0.976. The synthesis run shows the most used standard cells to be sky130_fd_sc_hd__dfrtp_1, sky130_fd_sc_hd__mux2_2, sky130_fd_sc_hd__buf_4. The count of instantiated cells in the yosys netlist is 1038. The post-synthesis cell type with the largest instance count is sky130_fd_sc_hd__dfrtp_1. The run stopped with a tool error.

The yosys-reported design area after synthesis is 16500 sq um. Ranked by total cell area, the synthesized netlist is headed by sky130_fd_sc_hd__dfrtp_1, sky130_fd_sc_hd__mux2_2, sky130_fd_sc_hd__mux2_1, sky130_fd_sc_hd__buf_4, sky130_fd_sc_hd__edfxtp_1. The share of the Yosys chip area taken by registers is 0.638. The tool reported: "ERROR: Found 10 problems in 'check -assert'". The fraction of post-synthesis cell area in the top cell type by area is 0.620.
## cells by family after synthesis
logic type             synth area share
other                          0.000228
flip-flops                        0.638
buffers and inverters            0.0543
AND/OR/NAND/NOR                  0.0282
multiplexers                      0.265
AND-OR/OR-AND                    0.0141
